$ cat /design/flow/design.v
`default_nettype none
module led_mux(
	input clk,
	input rst,
	input [10:0] ledir,
	input [10:0] ledig,
	input [10:0] ledib,
	output [10:0] ledc,
	output [2:0] leda
);
	reg prev_tim;
	reg [10:0] timer;
	reg [1:0] color;
	reg [10:0] led_out_latch;
	always @(posedge clk) begin
		if (rst) begin
			prev_tim = 0;
			timer = 0;
			color = 0;
			led_out_latch = 0;
		end else begin
			timer <= timer + 1;
			prev_tim <= timer[10];
			if (prev_tim != timer[10]) begin
				case (color)
					0: color <= 1;
					1: color <= 2;
					2: color <= 0;
				endcase
			end
			case (color)
				0: begin
					led_out_latch[0] <= ledir[0];
					led_out_latch[1] <= ledib[1];
					led_out_latch[2] <= ledir[2];
					led_out_latch[3] <= ledib[3];
					led_out_latch[4] <= ledir[4];
					led_out_latch[5] <= ledib[5];
					led_out_latch[6] <= ledib[6];
					led_out_latch[7] <= ledig[7];
					led_out_latch[8] <= ledig[8];
					led_out_latch[9] <= ledir[9];
					led_out_latch[10] <= ledir[10];
				end
				1: begin
					led_out_latch[0] <= ledig[0];
					led_out_latch[1] <= ledig[1];
					led_out_latch[2] <= ledig[2];
					led_out_latch[3] <= ledig[3];
					led_out_latch[4] <= ledig[4];
					led_out_latch[5] <= ledig[5];
					led_out_latch[6] <= ledig[6];
					led_out_latch[7] <= ledir[7];
					led_out_latch[8] <= ledir[8];
					led_out_latch[9] <= ledig[9];
					led_out_latch[10] <= ledig[10];
				end
				2: begin
					led_out_latch[0] <= ledib[0];
					led_out_latch[1] <= ledir[1];
					led_out_latch[2] <= ledib[2];
					led_out_latch[3] <= ledir[3];
					led_out_latch[4] <= ledib[4];
					led_out_latch[5] <= ledir[5];
					led_out_latch[6] <= ledir[6];
					led_out_latch[7] <= ledib[7];
					led_out_latch[8] <= ledib[8];
					led_out_latch[9] <= ledib[9];
					led_out_latch[10] <= ledib[10];
				end
			endcase
		end
	end
	assign ledc = led_out_latch;
	assign leda = 3'b001 << color;
endmodule
module led_pdm(
	input clk,
	input rst,
	input [16-1:0] pdm_level,
	output pdm_out
);
	reg [16+1:0] pdm_sigma;
	always @(posedge clk) begin
		if (rst)
			pdm_sigma <= 0;
		else
        	pdm_sigma <= pdm_sigma + {pdm_out, pdm_out, pdm_level};
	end
	assign pdm_out = ~pdm_sigma[16+1];
endmodule
module led_cycler(
	input clk,
	input rst,
	input tick,
	output [2:0] rgb,
);
parameter SOFFSET = 0;
parameter SSTART = 0;
	reg [15:0] red;
	reg [15:0] grn;
	reg [15:0] blu;
	reg [16:0] counter;
	reg [2:0] rgb_s;
	always @(posedge clk) begin
			if (rst) begin
				red <= 0;
				grn <= 0;
				blu <= 0;
				counter <= SOFFSET;
				rgb_s <= SSTART;
			end else if (tick) begin
				case (rgb_s)
					0: begin
						if (counter[16] == 0) begin
							red <= 0;
							grn <= grn - 1;
							blu <= blu + 1;
							counter <= counter + 1;
						end else begin
							red <= 0;
							grn <= 0;
							blu <= 16'hFFFF;
							counter <= 0;
							rgb_s <= 1;
						end
					end
					1: begin
						if (counter[16] == 0) begin
							red <= red + 1;
							grn <= 0;
							blu <= blu - 1;
							counter <= counter + 1;
						end else begin
							red <= 16'hFFFF;
							grn <= 0;
							blu <= 0;
							counter <= 0;
							rgb_s <= 2;
						end
					end
					2: begin
						if (counter[16] == 0) begin
							red <= red - 1;
							grn <= grn + 1;
							blu <= 0;
							counter <= counter + 1;
						end else begin
							red <= 0;
							grn <= 16'hFFFF;
							blu <= 0;
							counter <= 0;
							rgb_s <= 0;
						end
					end
				endcase  
			end
	end
	wire redo;
	led_pdm led_pdm_red_inst (
		clk,
		rst,
		red,
		redo
	);
	wire grno;
	led_pdm led_pdm_grn_inst (
		clk,
		rst,
		grn,
		grno
	);
	wire bluo;
	led_pdm led_pdm_blu_inst (
		clk,
		rst,
		blu,
		bluo
	);
	assign rgb = {bluo, grno, redo};
endmodule
module top(
	input  clk,
	output [10:0] ledc,
	output [2:0] leda,
);
	reg [24:0] led_vals [10:0];  
	reg [7:0] rst_cnt = 0;
	reg rst = 1;
	always @(posedge clk) begin
		if (rst_cnt[7] == 0)
			rst_cnt <= rst_cnt + 1;
		else
			rst <= 0;
	end
	reg tick;
	reg [15:0] delay = 16'h0000;
	always @(posedge clk) begin
		if (!delay[8]) begin
			delay <= delay + 1;
			tick <= 0;
		end else begin
			delay <= 16'h0000;
			tick <= 1;
		end
	end
	wire [10:0] lcred;
	wire [10:0] lcgrn;
	wire [10:0] lcblu;
	led_cycler #(
		.SOFFSET(0),
		.SSTART(0)
	) ledcyc0 (
		clk,
		rst,
		tick,
		{lcblu[0], lcred[0], lcgrn[0]}
	);
	led_cycler #(
		.SOFFSET(17873),
		.SSTART(0)
	) ledcyc1 (
		clk,
		rst,
		tick,
		{lcblu[1], lcred[1], lcgrn[1]}
	);
	led_cycler #(
		.SOFFSET(35746),
		.SSTART(0)
	) ledcyc2 (
		clk,
		rst,
		tick,
		{lcblu[2], lcred[2], lcgrn[2]}
	);
	led_cycler #(
		.SOFFSET(53619),
		.SSTART(0)
	) ledcyc3 (
		clk,
		rst,
		tick,
		{lcblu[3], lcred[3], lcgrn[0]}
	);
	led_cycler #(
		.SOFFSET(5957),
		.SSTART(1)
	) ledcyc4 (
		clk,
		rst,
		tick,
		{lcblu[4], lcred[4], lcgrn[4]}
	);
	led_cycler #(
		.SOFFSET(23830),
		.SSTART(1)
	) ledcyc5 (
		clk,
		rst,
		tick,
		{lcblu[5], lcred[5], lcgrn[5]}
	);
	led_cycler #(
		.SOFFSET(41704),
		.SSTART(1)
	) ledcyc6 (
		clk,
		rst,
		tick,
		{lcblu[6], lcred[6], lcgrn[6]}
	);
	led_cycler #(
		.SOFFSET(59577),
		.SSTART(1)
	) ledcyc7 (
		clk,
		rst,
		tick,
		{lcblu[7], lcred[7], lcgrn[7]}
	);
	led_cycler #(
		.SOFFSET(11915),
		.SSTART(2)
	) ledcyc8 (
		clk,
		rst,
		tick,
		{lcblu[8], lcred[8], lcgrn[8]}
	);
	led_cycler #(
		.SOFFSET(29788),
		.SSTART(2)
	) ledcyc9 (
		clk,
		rst,
		tick,
		{lcblu[9], lcred[9], lcgrn[9]}
	);
	led_cycler #(
		.SOFFSET(47661),
		.SSTART(2)
	) ledcyc10 (
		clk,
		rst,
		tick,
		{lcblu[10], lcred[10], lcgrn[10]}
	);
	led_mux led_mux_inst (
		clk,
		rst,
		lcred,
		lcgrn,
		lcblu,
		ledc,
		leda
	);
endmodule  
$ cat /design/flow/run.sh
#!/bin/bash
# OpenROAD 26Q1-2900-gdf79404cd8, Yosys 0.63+post, stock flow scripts
make -C /OpenROAD-flow-scripts/flow DESIGN_CONFIG=/design/flow/config.mk WORK_HOME=/design/flow/orfs finish
$ cat /design/flow/config.mk
export PLATFORM = sky130hd
export DESIGN_NAME = top
export DESIGN_NICKNAME = top
export VERILOG_FILES = /design/flow/design.v
export SDC_FILE = /design/flow/constraint.sdc
export NUM_CORES = 4
export LEC_CHECK = 1
export CORE_UTILIZATION = 30
$ cat /design/flow/constraint.sdc
current_design top

set clk_period 26.3
set clk_io_pct 0.2

create_clock -name clk0 -period $clk_period [get_ports {clk}]

set non_clock_inputs [all_inputs -no_clocks]
set_input_delay [expr $clk_period * $clk_io_pct] -clock clk0 $non_clock_inputs
set_output_delay [expr $clk_period * $clk_io_pct] -clock clk0 [all_outputs]
==> flow_summary_export.csv <==
group,metric,value,unit
run_status,run_status,"finished clean",
floorplanning,die_extent_in_y,545,um
global_routing,gr-usage-all-layers,14.3,%
detailed_routing,detail_route.vias_per_cell,5.23,
critical_path,r2r_endpoint,"ledcyc6.led_pdm_red_inst.pdm_sigma[15]",
pwr,max-vdd-ir-drop,0.0458,mV
floorplanning,ios,15,
run,max_cap_viol_count,0,
floorplanning,design.core.area,294000,um2
placement,gp_routability_congestion,0.854,
detailed_routing,postRouteWirelength,214,mm
logic_synthesis,mean_syn_cell_area,7.59,um2
sta,finalHoldViolations,0,
sta,setup-tns-final,0,ps
logic_synthesis,synth-edff-count,8,
critical_path,critical_path_arrival,2450,ps
logic_synthesis,synth_cell_type_count,97,
cts,worstSkewPairLatency,830,ps
floorplanning,design.die.area,297000,um2
critical_path,crit_type,"reg -> out",
layout,utilization,33.1,%
sta,worst-slew-pin-transition,873,ps
critical_path,startpoint_type,"register",
logic_synthesis,post_synth_inst_count,11665,
critical_path,cp_max_delay_cell,"clkdlybuf4s50_1",
sta,unrepaired_setup_endpoints_after_global_routing,"no",
cts,clk_path_buf_depth,4,
critical_path,cp_cell_sequence,"inv_1, buf_4, nand2_1, buf_4, inv_1, clkdlybuf4s50_1",
logic_synthesis,synth_sequential_area_ratio,30.7,%
critical_path,crit_path_end_kind,"primary output",
detailed_routing,first_iter_violations,5151,
global_routing,globalRouteOverflowTotal,0,
layout,lay_top_count,"nor2_1",
pwr,total_switching_power,0.000926,W
sta,final.hold.worst_slack,448,ps
logic_synthesis,ff_type,"dfxtp_1",
pwr,power.share.sequential,47.2,%
pwr,portion_of_total_power_attributed_to_the_clock_network,52.8,%
placement,portBuffers,14,
logic_synthesis,netlist_area,88600,um2
detailed_routing,post_detailed_route_wirelength_per_cell,14.0,um
logic_synthesis,postSynth.asyncResetShare,0,%
cts,cts_sinks,1353,
layout,layout-area-overhead-vs-synth,9.84,%
critical_path,r2r_start,"rst",
run,warnings,58,
detailed_routing,drt_pass1_iterations,6,
cts,post_cts_setup_repair_bufs,0,
global_routing,global_route_wire_length_before_repair,365,mm
pwr,total_leakage_power,37.5,nW
critical_path,worst_reg2reg_path_depth,8,
logic_synthesis,yosys-stat-area,88600,um2
sta,slew_violations,0,
floorplanning,core_util_floorplan,30.1,%
critical_path,critPathMaxStageDelay,460,ps
layout,layout-drive-gt1-share,4.57,%
logic_synthesis,synth.yosys.num_cells,11665,
critical_path,timing.critical_path.required,21040,ps
cts,cts_tree,"built",
cts,cts_root_buf,"clkbuf_16",
hold_path,hp-start,"led_mux_inst.timer[0]",
global_routing,grt_max_degree,80,
detailed_routing,via_count,80083,
floorplanning,rows,199,
logic_synthesis,netlist.area_leader.share,30.4,%
sta,setup_viol,0,
logic_synthesis,yosysWarnings,16,
sta,fmax,130,MHz
global_routing,number_of_global_route_vias_before_repair,73173,
pwr,cellPowerDensity,44.7,nW/um2
floorplanning,die_width,545,um
critical_path,cp_top_family,"buffers and inverters",
sta,clock_skew,39.9,ps
cts,post_cts_resize_count,0,
pwr,pwr-share-comb,0,%
sta,layout_min_cycle_time,7710,ps
hold_path,timing.hold.worst.class,"reg -> reg",
global_routing,initial_antenna_violation_count,5,
pwr,netSwitchingFraction,21.3,%
logic_synthesis,largest_area_cell,"dfxtp_1",
logic_synthesis,synth-seq-cells,1353,
cts,htree_num_levels,4,
cts,clk_pin_slew,60,ps
placement,dp_hpwl,139,mm
critical_path,worst-path-max-fanout,14,
pwr,power.internal,0.00342,W
detailed_routing,drtAntennaViolNets,0,
layout,commonest_cells_after_routing_fill_and_taps_aside,"1,423 x nor2_1, 1,337 x dfxtp_1, 1,189 x o21ai_0, 908 x a21oi_1, 883 x nand2_1",
critical_path,worst_setup_path_startpoint,"led_mux_inst.color[1]",
critical_path,crit_buf_inv,5,
hold_path,worstHoldPathCells,1,
hold_path,terminating_pin_of_the_worst_hold_path,"led_mux_inst.timer[0]",
logic_synthesis,main_area_contributors,"dfxtp_1 30%, ha_1 8.8%, o21ai_0 6.8%",
cts,tritoncts.num_buffers,165,
sta,fraction_of_the_cycle_the_final_worst_path_needs,29.3,%
critical_path,setup.reg_to_reg.worst_slack,21970,ps
detailed_routing,drcViolationCount,0,
cts,post_cts_hold_buffer_count,0,
sta,slew_headroom,41.4,%
[metrics by stage]
stage | instances | setup WS (ps) | total power, W | area (um2)
finish | 15315 | 18590 | 0.00435 | 97300
global route | 15315 | 18440 | 0.00450 | 97300
CTS | 15314 | 18470 | 0.00443 | 97300
detailed placement | 15032 | 19390 | 0.00210 | 92000
global placement | 15032 | 19380 | 0.00210 | 92000
floorplan | 11665 | 20240 | 0.00210 | 88600
[metal layers]
layer	vias up	GRT usage, %	part of all wire (%)
li1	41551	-	-
met2	1355	22.8	45
met5	-	0	0.0061
met3	311	1.49	3.8
met1	36864	21.1	49
met4	2	3.24	2.4
[synthesized netlist by cell type, types with 34 or more instances]
cell / instances
nand2b_1: 66
o211ai_1: 66
xnor2_1: 428
a21oi_1: 908
or2_2: 49
a211o_1: 46
a31oi_1: 186
and4_1: 51
a21o_1: 180
inv_1: 373
and2_1: 57
o31ai_1: 49
or4_1: 43
dfxtp_1: 1345
o21bai_1: 60
a22oi_1: 246
nand4_1: 185
o21ai_0: 1195
ha_1: 622
nand2_1: 883
o22ai_1: 99
a211oi_1: 135
nand3_1: 415
clkbuf_1: 621
and3_1: 158
nor4_1: 86
o221ai_1: 41
xor2_1: 301
a311oi_1: 34
nor3_1: 409
nor2b_1: 186
o21a_1: 82
nor2_1: 1423
or3_1: 90
[kinds of logic (layout without fill, tap and decap cells)]
family | count (synthesis) | after routing | share of synthesized area [%]
AND-OR/OR-AND | 3620 | 3620 | 24.9
XOR/XNOR | 729 | 729 | 7.21
adder cells (fa/ha/maj) | 654 | 654 | 9.51
buffers and inverters | 1046 | 776 | 4.47
flip-flops | 1353 | 1353 | 30.7
multiplexers | 45 | 45 | 0.556
other | 1 | 2 | 0.00423
AND/OR/NAND/NOR | 4217 | 4217 | 22.7
[area by class of cell]
type / count / area [um2]
Antenna cell: 1 / 2.50
Multi-Input combinational cell: 9266 / 57500
Inverter: 377 / 1420
Fill cell: 30538 / 197000
Clock inverter: 50 / 552
Clock buffer: 232 / 4790
Tap cell: 3919 / 4900
Sequential cell: 1353 / 27200
Timing Repair Buffer: 117 / 938
[worst register-to-register path, delay by kind of cell (launching register included)]
kind / cells / cell delay (ps)
buffers and inverters: 6 / 3550
flip-flops: 1 / 320
multiplexers: 1 / 270
AND/OR/NAND/NOR: 1 / 110
[worst max-delay path by stage]
stage | depth (start not counted) | slack [ps] | end
6_report | 6 | 18590 | leda[0]
5_1_grt | 6 | 18440 | leda[0]
4_1_cts | 6 | 18470 | leda[0]
[power by group through the flow]
stage | combinational [W] | clock [W] | sequential (W)
after CTS | 0.0000000383 | 0.00238 | 0.00205
after global routing | 0.0000000485 | 0.00245 | 0.00205
final | 0.0000000379 | 0.00230 | 0.00205
Power figures rest on the tool's default switching activity, not on a simulated workload.
